$ cat /design/flow/run.sh
#!/bin/bash
# OpenROAD 26Q1-2900-gdf79404cd8, Yosys 0.63+post, stock flow scripts
make -C /OpenROAD-flow-scripts/flow DESIGN_CONFIG=/design/flow/config.mk WORK_HOME=/design/flow/orfs finish
$ cat /design/flow/config.mk
export PLATFORM = sky130hd
export DESIGN_NAME = Lab6
export DESIGN_NICKNAME = Lab6
export VERILOG_FILES = /design/flow/design.v
export SDC_FILE = /design/flow/constraint.sdc
export NUM_CORES = 4
export LEC_CHECK = 1
export CORE_UTILIZATION = 30
$ cat /design/flow/constraint.sdc
current_design Lab6

set clk_period 4.8
set clk_io_pct 0.2

create_clock -name clk0 -period $clk_period [get_ports {CLK}]

set non_clock_inputs [all_inputs -no_clocks]
set_input_delay [expr $clk_period * $clk_io_pct] -clock clk0 $non_clock_inputs
set_output_delay [expr $clk_period * $clk_io_pct] -clock clk0 [all_outputs]
$ cat /design/flow/design.v
`timescale 1ns / 1ps
module Decoder3x8(input [2:0] a3,
                    output reg [7:0] out8
                );
    always @(a3) begin
        case(a3)
            3'b000: begin out8=8'b00000001; end
            3'b001: begin out8=8'b00000010; end
            3'b010: begin out8=8'b00000100; end
            3'b011: begin out8=8'b00001000; end
            3'b100: begin out8=8'b00010000; end
            3'b101: begin out8=8'b00100000; end
            3'b110: begin out8=8'b01000000; end
            3'b111: begin out8=8'b10000000; end
        endcase
    end
endmodule
`timescale 1ns / 1ps
module MUX2x1_4bit(input logic sel1, 
                input [3:0] in0, in1,
                output reg [3:0] out
    );
    always @(sel1 or in0 or in1) begin
        case(sel1)
            1'b0: begin out= in0 ; end
            1'b1: begin out= in1 ; end
            default: begin out= in0 ; end
        endcase
    end
endmodule
`timescale 1ns / 1ps
module MUX4x1_4bit(input [1:0] sel2, 
              input [3:0] in0,in1,in2,in3,
              output reg [3:0] out
    );
wire [3:0] out1, out2;
MUX2x1_4bit M0(.sel1(sel2[0]), .in0(in0), .in1(in1), .out(out1));
MUX2x1_4bit M1(.sel1(sel2[0]), .in0(in2), .in1(in3), .out(out2));
MUX2x1_4bit M2(.sel1(sel2[1]), .in0(out1), .in1(out2), .out(out));
endmodule
`timescale 1ns / 1ps
module MUX8x1_4bit(input [2:0] sel3, 
                input [3:0] in0,in1,in2,in3,in4,in5,in6,in7,
                output reg [3:0] out
    );
wire [3:0] out1, out2;
MUX4x1_4bit M0(.sel2(sel3[1:0]), .in0(in0), .in1(in1), .in2(in2), .in3(in3), .out(out1));
MUX4x1_4bit M1(.sel2(sel3[1:0]), .in0(in4), .in1(in5), .in2(in6), .in3(in7), .out(out2));
MUX2x1_4bit M2(.sel1(sel3[2]),  .in0(out1), .in1(out2), .out(out));
endmodule
`timescale 1ns / 1ps
module Counter_3bit(input logic rst, clk,
                    output reg [2:0] cnt
    );
    always@(posedge clk or posedge rst)
    begin
    if(rst)
        cnt <= 'd0;
     else 
        cnt <= cnt + 1;
    end
endmodule
`timescale 1ns / 1ps
module D_FlipFlop(  output logic q,
                    input logic clk, reset, enable, d
                    );
always_ff @ (posedge clk or posedge reset)
begin
    if (reset)
    q <= 1'b0;
    else
        begin
            if (enable)
            q <= d;
            else
            q <= q;
        end
end
endmodule
`timescale 1ns / 1ps
module D_FlipFlop_4bit(output [3:0] Q,
                    input logic clk, rst, en, 
                    input [3:0] D
                    );
D_FlipFlop DFF0(.q(Q[0]), .clk(clk) , .reset(rst), .enable(en), .d(D[0]));
D_FlipFlop DFF1(.q(Q[1]), .clk(clk) , .reset(rst), .enable(en), .d(D[1]));
D_FlipFlop DFF2(.q(Q[2]), .clk(clk) , .reset(rst), .enable(en), .d(D[2]));
D_FlipFlop DFF3(.q(Q[3]), .clk(clk) , .reset(rst), .enable(en), .d(D[3]));
endmodule
`timescale 1ns / 1ps
module Decoder3x8_Anode(input [2:0] a3,
                    output reg [7:0] out8
                );
    always @(a3) begin
        case(a3)
            3'b000: begin out8=8'b11111110; end
            3'b001: begin out8=8'b11111101; end
            3'b010: begin out8=8'b11111011; end
            3'b011: begin out8=8'b11110111; end
            3'b100: begin out8=8'b11101111; end
            3'b101: begin out8=8'b11011111; end
            3'b110: begin out8=8'b10111111; end
            3'b111: begin out8=8'b01111111; end
        endcase
    end
endmodule
`timescale 1ns / 1ps
module Decoder4x16_7Seg(input [3:0] a4,
                    output reg [7:0] out
                );
    always @(a4) begin
        case(a4)             
            4'b0000: begin out=8'b00000011; end
            4'b0001: begin out=8'b10011111; end
            4'b0010: begin out=8'b00100101; end
            4'b0011: begin out=8'b00001101; end
            4'b0100: begin out=8'b10011001; end
            4'b0101: begin out=8'b01001001; end
            4'b0110: begin out=8'b01000001; end
            4'b0111: begin out=8'b00011111; end
            4'b1000: begin out=8'b00000001; end
            4'b1001: begin out=8'b00001001; end
            4'b1010: begin out=8'b00010001; end
            4'b1011: begin out=8'b11000001; end
            4'b1100: begin out=8'b01100011; end
            4'b1101: begin out=8'b10000101; end
            4'b1110: begin out=8'b01100001; end
            4'b1111: begin out=8'b01110001; end
            default: begin out=8'b11111111; end
        endcase
    end
endmodule
`timescale 1ns / 1ps
module DownClocking(    input logic clock_in, rst,
                        output reg clock_out
                    );
wire [16:0] clk;
T_FlipFlop TFF0( .q(clk[0]) , .clk(clock_in) , .reset(rst) , .t(1'b1) );
for ( genvar i= 1; i < 17; i++) begin
  T_FlipFlop TFF1( .q(clk[i]) , .clk(clk[i-1]) , .reset(rst) , .t(1'b1) );
end
T_FlipFlop TFF16( .q(clock_out) , .clk(clk[16]) , .reset(rst) , .t(1'b1) );
endmodule
`timescale 1ns / 1ps
module Lab6(output reg [7:0] out8_7Seg, out8_Anodes,
                input logic wr,CLK,rst, 
                input [3:0] num,
                input [2:0] sel
                );
wire [2:0] cnt, anode_sel;
wire [3:0] out4, Q[7:0];
wire [7:0] decoded_sel, en;
wire clk; 
DownClocking DC(.clock_in(CLK), .rst(rst), .clock_out(clk));
Counter_3bit C0(.rst(rst), .clk(clk), .cnt(cnt));
MUX2x1_3bit M1(.sel1(wr), .in0(cnt), .in1(sel), .out(anode_sel));
Decoder3x8_Anode Dec0(.a3(anode_sel), .out8(out8_Anodes));
Decoder3x8 Dec2(.a3(sel), .out8(decoded_sel));
for ( genvar i= 0; i < 8; i++) begin
    and AND_de(en[i], wr, decoded_sel[i]);
end
for ( genvar j= 0; j < 8; j++) begin
    D_FlipFlop_4bit DFF(.Q(Q[j]), .clk(clk) , .rst(rst), .en(en[j]), .D(num)); 
end
MUX8x1_4bit M0(.sel3(anode_sel), .in0(Q[0]), .in1(Q[1]), .in2(Q[2]), .in3(Q[3]),.in4(Q[4]), .in5(Q[5]), .in6(Q[6]), .in7(Q[7]), .out(out4));
Decoder4x16_7Seg Dec1(.a4(out4), .out(out8_7Seg));
endmodule
`timescale 1ns / 1ps
module MUX2x1_3bit(input logic sel1, 
                input [2:0] in0, in1,
                output reg [2:0] out
    );
    always @(sel1 or in0 or in1) begin
        case(sel1)
            1'b0: begin out= in0 ; end
            1'b1: begin out= in1 ; end
            default: begin out= in0 ; end
        endcase
    end
endmodule
`timescale 1ns / 1ps
module T_FlipFlop(  output logic q,
                    input logic clk, reset, t
                    );
always_ff @ (posedge clk or posedge reset)
begin
    if (reset)
    q <= 1'b0;
    else
        begin
            if (t)  
            q <= ~q;
            else             
            q <= q;
        end
end
endmodule
==> results.txt <==
run results: first-pass GRT wire length 8.73 mm, HP Class flop to flop, Critical Path Start Type input port, Synth Area in Simple Gates 0.0878, outcome completed, Synth-to-Final Area Change 25.7%, Post-synth EDFFs 0, Post-Syn Area 2680 um^2, Antenna Violating Nets Remaining 0, Avg Cell Area, Syn 11.4 um^2, Log Warnings 32, cell total in the yosys stat output 235, final hold violation count 0, Post-DP Area 3220 um^2, Critical Path AT 3460 ps, Gate Count Post-Synth 235, TNS Setup 0 ps, WHS 411 ps, drt total wl 5.42 mm, cell taking the most area after synthesis dfrtp_1, DIE AREA 9310 um^2, setup violators final 0, worst slack, placed 2.08 ps, initial antenna violation count 0, Seq share, synth 0.495, biggest combinational cell group after synthesis multiplexers, endpoints left unconstrained 52, XOR/XNOR Fraction of Synth Area 0.00654, Top FF cell, synth dfrtp_1, critical path, cell by cell clkdlybuf4s50_1 > buf_4 > a21o_1 > a211oi_1 > o21a_1 > a221oi_4 > ha_2 > a2111oi_1 > buf_4 > a211oi_2 > clkdlybuf4s50_1, layout cells sized above 1 0.331, Global Route Usage Sum 0.125, Fmax 226 MHz, number of antenna diodes 0, post-synthesis compound-gate area fraction 0.106, Worst Skew 0 ps, Final period util 0.922, CP Data Required Time 3840 ps, I/O Buffers 24, Top delay family on crit path buffers and inverters, clk latency late pin 0 ps, Synth flops 53, Distinct lib cells used 50, Max Slew Vio Count 0, Async SR Flop Fraction 1.00, pwr/cell area 48.5 nW/um^2, vias in the first global route 1,732, Slew headroom 0.568, Yosys chip area 2680 um^2, Worst path slowest cell clkdlybuf4s50_1, HPWL after detailed placement 4.22 mm, Post-synth mux share 0.203, Top cell area share 0.495, Leak 1.57 nW, Horiz. Die Dim 96.5 um, Pre-antenna DRT Iters 4, Final Wtd Congestion 0.878, register pins left without a clock 52, DR DRC count 0, Worst-path clk slew 0 ps, design area 3370 um^2, synth warn 9, Min Clock Period, post-route 4420 ps, critical path peak fanout 12, hold buffers post-CTS 0, grt total ovfl 0, CP peak stage delay 440 ps, IO Count 26, FP Util 0.309, fraction of the mapped netlist area in adder cells 0.0327, Detailed Route Iter0 Violations 61, critical path type input port to output port, worst setup margin 375 ps, Core ar. 8680 um^2, top cells, area dfrtp_1 50%, mux2_2 13%, mux2i_1 6.0%, Max Cap Violations 0, RSZ-0062 raised after global routing false, DR WL/cell 13.7 um, Std-Cell Rows 34, maximum vdd drop 0.0361 mV, Worst Path Buf+Inv 4, vias per cell 4.63, Worst setup EP type output port, fill count 845, Die Y 96.5 um, actual slew at the worst max-slew pin 648 ps, detailed-route via count 1,830, pin count of the biggest net entering global routing 54
-- logic make-up after synthesis --
group                    Yosys count
adder cells (fa/ha/maj)            7
buffers and inverters             41
XOR/XNOR                           2
other                              1
flip-flops                        53
AND/OR/NAND/NOR                   45
AND-OR/OR-AND                     37
multiplexers                      49
-- flip-flops by register name (all words and copies together), names as in the netlist --
register	flops
genblk2.DFF.DFF1.q	8
C0.cnt	3
genblk2.DFF.DFF2.q	8
DC.TFF16.q	1
genblk2.DFF.DFF3.q	8
genblk2.DFF.DFF0.q	8
DC.genblk1.TFF1.q	16
DC.TFF0.q	1
-- routing by layer --
| layer | share of wire | global-route usage | up-vias |
|---|---|---|---|
| li1 | - | - | 919 |
| met4 | 0 | 0 | 0 |
| met2 | 0.44 | 0.200 | 41 |
| met5 | 0 | 0 | - |
| met1 | 0.50 | 0.203 | 870 |
| met3 | 0.055 | 0.00955 | 0 |
-- layout make-up --
type	instances	area [um^2]	share of cell area
well taps	108	135	0.0401
multi-input cells	141	1240	0.368
flip-flops and latches	53	1330	0.394
repair buffers	64	559	0.166
inverters	29	109	0.0323
-- per-stage QoR --
step                       util  std cells  total power [mW]
after floorplan               -        235            0.0837
after global placement    0.371        387             0.149
after detailed placement  0.371        387             0.150
after CTS                 0.373        388             0.151
after global routing      0.388        395             0.182
final                     0.388        395             0.163
-- power breakdown --
group	total [mW]	switching, mW	internal [mW]
Sequential	0.00865	0	0.00865
Combinational	0.155	0.0711	0.0837
Clock	0	0	0
Total	0.163	0.0711	0.0923
-- timing repair --
action | in CTS | in global routing
cloned | 0 | 1
endpoints found under the setup margin | 1 | 7
resized | 2 | 22
pin swaps | 1 | 3
buffers inserted | 1 | 6
-- final timing paths --
| check | start | to | slack [ps] | cells past startpoint |
|---|---|---|---|---|
| setup / recovery | sel[2] | out8_7Seg[7] | 380 | 11 |
| hold / removal | DC.TFF0.q | DC.TFF0.q | 410 | 1 |
| setup reg to reg | DC.TFF0.q | DC.TFF0.q | 4320 | 1 |
| hold reg to reg | DC.TFF0.q | DC.TFF0.q | 410 | 1 |
| max in group asynchronous | rst | DC.TFF0.q | 2910 | 3 |
| min in group asynchronous | rst | DC.TFF0.q | 1480 | 3 |
-- cell usage after synthesis, types with 2 or more instances --
cell type / n
a2111oi_2: 2
a211oi_1: 2
a21o_1: 3
a21oi_1: 8
a221oi_1: 2
a221oi_2: 2
a31oi_1: 2
and3_1: 2
buf_2: 3
buf_4: 2
buf_6: 2
clkbuf_1: 4
dfrtp_1: 53
ha_1: 7
inv_1: 28
mux2_2: 32
mux2i_1: 16
nand2_1: 18
nand3_1: 2
nand3b_1: 3
nor2_1: 6
nor3b_1: 2
o21ai_0: 4
o22ai_1: 2
o32ai_1: 2
or3_1: 2
-- layout by cell type (no fill, tap or decap), types with 2 or more instances in the layout --
| cell | count |
|---|---|
| a2111oi_2 | 2 |
| a21o_1 | 3 |
| a21oi_1 | 5 |
| a21oi_2 | 4 |
| a221oi_2 | 2 |
| a31oi_1 | 2 |
| and3_1 | 2 |
| buf_4 | 35 |
| buf_6 | 3 |
| clkdlybuf4s50_1 | 19 |
| dfrtp_1 | 53 |
| dlymetal6s2s_1 | 5 |
| ha_1 | 5 |
| ha_2 | 2 |
| inv_1 | 27 |
| inv_2 | 2 |
| mux2_2 | 32 |
| mux2i_1 | 14 |
| mux2i_2 | 2 |
| nand2_1 | 17 |
| nand3_1 | 2 |
| nand3b_1 | 3 |
| nor2_1 | 6 |
| nor3b_1 | 2 |
| o21ai_0 | 3 |
| o32ai_1 | 2 |
| or3_1 | 2 |
No activity file was given, so power comes from the tool's default toggle rates.
