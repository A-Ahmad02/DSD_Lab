`design.v`:
```
`timescale 1ns / 1ps
module MUX2x1_8bit(input logic sel1, 
                input [7:0] in0, in1,
                output reg [7:0] out
    );
    always @(sel1 or in0 or in1) begin
        case(sel1)
            1'b0: begin out= in0 ; end
            1'b1: begin out= in1 ; end
        endcase
    end
endmodule
`timescale 1ns / 1ps
module MUX4x1_8bit(input [1:0] sel2, 
              input [7:0] in0,in1,in2,in3,
              output reg [7:0] out
    );
wire [7:0] out1, out2;
MUX2x1_8bit M0(.sel1(sel2[0]), .in0(in0), .in1(in1), .out(out1));
MUX2x1_8bit M1(.sel1(sel2[0]), .in0(in2), .in1(in3), .out(out2));
MUX2x1_8bit M2(.sel1(sel2[1]), .in0(out1), .in1(out2), .out(out));
endmodule
`timescale 1ns / 1ps
module MUX8x1_8bit(input [2:0] sel3, 
                input [7:0] in0,in1,in2,in3,in4,in5,in6,in7,
                output reg [7:0] out
    );
wire [7:0] out1, out2;
MUX4x1_8bit M0(.sel2(sel3[1:0]), .in0(in0), .in1(in1), .in2(in2), .in3(in3), .out(out1));
MUX4x1_8bit M1(.sel2(sel3[1:0]), .in0(in4), .in1(in5), .in2(in6), .in3(in7), .out(out2));
MUX2x1_8bit M2(.sel1(sel3[2]),  .in0(out1), .in1(out2), .out(out));
endmodule
```
`run.sh`:
```
#!/bin/bash
# OpenROAD 26Q1-2900-gdf79404cd8, Yosys 0.63+post, stock flow scripts
make -C /OpenROAD-flow-scripts/flow DESIGN_CONFIG=/design/flow/config.mk WORK_HOME=/design/flow/orfs finish
```
`config.mk`:
```
export PLATFORM = sky130hd
export DESIGN_NAME = MUX8x1_8bit
export DESIGN_NICKNAME = MUX8x1_8bit
export VERILOG_FILES = /design/flow/design.v
export SDC_FILE = /design/flow/constraint.sdc
export NUM_CORES = 4
export LEC_CHECK = 1
export CORE_AREA = 10 10 78 78
export DIE_AREA = 0 0 88 88
```
`constraint.sdc`:
```
current_design MUX8x1_8bit

set clk_period 1.9
set clk_io_pct 0.2

create_clock -name clk0 -period $clk_period

set non_clock_inputs [all_inputs -no_clocks]
set_input_delay [expr $clk_period * $clk_io_pct] -clock clk0 $non_clock_inputs
set_output_delay [expr $clk_period * $clk_io_pct] -clock clk0 [all_outputs]
```
==> flow_metrics.env <==
# flow metrics
export IMPL_status="completed"
export IMPL_rsz0062_at_grt="true"
export IMPL_syn_avg_cell_area_um2=19.0
export IMPL_drt_wl_total_mm=2.95
export IMPL_dr_first_iter_drc_count=24
export IMPL_hold_violations=0
export IMPL_hold_buffers=0
export IMPL_arrival_ns=1.48
export IMPL_fp_row_count=24
export IMPL_lay_top_cells="dlygate4sd2_1, mux4_2, mux2_4"
export IMPL_grt_pass1_wl_mm=4.59
export IMPL_timing_critical_path_buf_inv=3
export IMPL_yosys_area_um2=551
export IMPL_startpoint_type="input port"
export IMPL_seq_area_um2=0
export IMPL_finalCritPeriodShare_pct=97.9
export IMPL_clock_fmax_mhz=537
export IMPL_antennaDiodeCount=0
export IMPL_relSlewSlack_pct=89.9
export IMPL_area_delta_synth_final_pct=139
export IMPL_ys_types=8
export IMPL_worstMarginPinSlew_ns=0.153
export IMPL_final_layout_size_suffix_gt1_share_pct=38.1
export IMPL_cp_max_fo=8
export IMPL_warnings=33
export IMPL_post_cts_repair_setup_buffers=0
export IMPL_n_clock_buffer=0
export IMPL_fp_util_pct=12.5
export IMPL_cp_top_family="multiplexers"
export IMPL_overflow=0
export IMPL_dp_hpwl_mm=2.48
export IMPL_design_core_area_um2=4410
export IMPL_syn_inst=29
export IMPL_leakage_nw=0.613
export IMPL_setup_ws_ns=0.0395
export IMPL_holdPathStages=4
export IMPL_cp_slowest_cell="mux4_2"
export IMPL_crit_cells=5
export IMPL_cp_required_ns=1.52
export IMPL_syn_area_um2=551
export IMPL_min_period_ns=1.86
export IMPL_max_stage_delay_ns=0.50
export IMPL_yosys_warnings=1
export IMPL_routabilityCongestion=0.706
export IMPL_drc=0
export IMPL_flop_count=0
export IMPL_end_kind="primary output"
export IMPL_ys_cells=29
export IMPL_crit_type="in -> out"
export IMPL_dieArea_um2=7740
export IMPL_grt_usage_pct=7.67
export IMPL_drtPass1Iterations=4
export IMPL_setup_viol=0
export IMPL_layout_top_cell="dlygate4sd2_1"
export IMPL_finalPower_mw=0.275
export IMPL_p_per_area_nw_per_um2=209
export IMPL_dp_slack_ns=-0.806
export IMPL_grt_pass1_vias=795
export IMPL_die_w_um=88
export IMPL_maxCapViolCount=0
export IMPL_grt_start_max_net_pins=9
export IMPL_cp_cell_sequence="buf_8 -> buf_12 -> mux4_2 -> mux2_4 -> buf_2"
export IMPL_min_path_type="in -> out"
export IMPL_ios=75
export IMPL_wire_per_inst_um=18.8
export IMPL_ant_nets=0
export IMPL_fin_setup_tns_ns=0
export IMPL_antenna_found_initial=0
export IMPL_vias=625
export IMPL_ys_seq_share_pct=0
export IMPL_ir_drop_mv=0.0610
export IMPL_die_h_um=88
export IMPL_instances_no_fill=157
export IMPL_fin_hold_ws_ns=1.38
export IMPL_port_buffer_count=75
export IMPL_via_per_inst=3.98
export IMPL_drv_slew=0
export IMPL_dp_cells=156
metal layers:
layer,vias up,GRT usage (%),share of wire (%)
met5,-,0,0
met4,0,0,0
met3,0,3.09,10
met2,42,12.8,51
met1,291,9.74,39
li1,292,-,-
stage by stage:
step                area, µm²  utilization (%)
global placement         1370             31.1
finish                   1320             29.8
CTS                      1300             29.5
global route             1320             29.8
floorplan                 551                -
detailed placement       1370             31.1
worst min-delay path, delay by kind of cell:
kind,cells,cell delay (ns)
buffers and inverters,2,0.27
multiplexers,2,0.35
path summary, 6_finish.rpt:
check | slack [ns] | end | start
worst max-delay path | 0.04 | out[7] | sel3[0]
worst min-delay path | 1.38 | out[4] | in5[4]
synthesized netlist by cell type (all sizes together):
library cell  count  area [µm²]
buf               4        40.0
clkbuf            1        3.75
mux2              8        90.1
mux4             16         417
kinds of logic (layout without fill, tap and decap cells):
family                 count (synthesis)  count (layout)  share of synthesized area, %
buffers and inverters                  5              81                          7.95
muxes                                 24              24                          92.0
layout make-up:
class	count	area (µm²)
fill	474	3100
timing repair buffer	81	771
multi-input combinational	24	480
tap	52	65.1
repair_timing:
action	4_1_cts	5_1_grt
setup endpoints to repair	8	8
cloned	1	0
resized	131	3
power breakdown:
group / total, mW / switching (mW) / internal (mW)
Sequential: 0 / 0 / 0
Combinational: 0.275 / 0.0694 / 0.205
Clock: 0 / 0 / 0
No activity file was given, so power comes from the tool's default toggle rates.
