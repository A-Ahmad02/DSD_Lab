==> ./design.v <==
`timescale 1ns / 1ps
module DLatch1bit( input logic D,en,
                    output reg Q
                   );
    always@(D or en)begin
        if (en) begin  
            Q = D;
        end
    end
endmodule
`timescale 1ns / 1ps
module DLatch2bit(input logic en,
                  input [1:0] D,
                  output reg [1:0] Q
                   );
DLatch1bit D0( .en(en), .D(D[0]), .Q(Q[0]));
DLatch1bit D1(.en(en), .D(D[1]), .Q(Q[1]));   
endmodule
`timescale 1ns / 1ps
module DLatch4bit(input logic en,
                  input [3:0] D,
                  output reg [3:0] Q
                   );
DLatch2bit D0( .en(en), .D(D[1:0]), .Q(Q[1:0]));
DLatch2bit D1(.en(en), .D(D[3:2]), .Q(Q[3:2])); 
endmodule
`timescale 1ns / 1ps
module Decoder2x4(input [1:0] a2,
                    output reg [3:0] out4
                );
always @(a2) begin
        case(a2)
            2'b00: begin out4=4'b0001; end
            2'b01: begin out4=4'b0010; end
            2'b10: begin out4=4'b0100; end
            2'b11: begin out4=4'b1000; end
        endcase
    end
endmodule
`timescale 1ns / 1ps
module Decoder4x16(input [3:0] a4,
                    output reg [15:0] out
                );
    always @(a4) begin
        case(a4)
            4'b0000: begin out=16'b0000000000000001; end
            4'b0001: begin out=16'b0000000000000010; end
            4'b0010: begin out=16'b0000000000000100; end
            4'b0011: begin out=16'b0000000000001000; end
            4'b0100: begin out=16'b0000000000010000; end
            4'b0101: begin out=16'b0000000000100000; end
            4'b0110: begin out=16'b0000000001000000; end
            4'b0111: begin out=16'b0000000010000000; end
            4'b1000: begin out=16'b0000000100000000; end
            4'b1001: begin out=16'b0000001000000000; end
            4'b1010: begin out=16'b0000010000000000; end
            4'b1011: begin out=16'b0000100000000000; end
            4'b1100: begin out=16'b0001000000000000; end
            4'b1101: begin out=16'b0010000000000000; end
            4'b1110: begin out=16'b0100000000000000; end
            4'b1111: begin out=16'b1000000000000000; end
        endcase
    end
endmodule
`timescale 1ns / 1ps
module Lab5( output reg A,B,C,D,E,F,G,DP, a0,a1,a2,a3,
                input logic x,y, a,b,c,d, en
    );
wire [3:0] num = {a,b,c,d};
wire [1:0] sel = {x,y};
wire [15:0] out;
wire [3:0] decoder_enable, out4;
wire en_dlatch0, en_dlatch1, en_dlatch2, en_dlatch3;
wire [3:0] dlatch_MUX0, dlatch_MUX1, dlatch_MUX2, dlatch_MUX3;
Decoder2x4 D0(.a2(sel), .out4(decoder_enable));
and AND_de0(en_dlatch0, en, decoder_enable[0]);
and AND_de1(en_dlatch1, en, decoder_enable[1]);
and AND_de2(en_dlatch2, en, decoder_enable[2]);
and AND_de3(en_dlatch3, en, decoder_enable[3]);
DLatch4bit DL0(.en(en_dlatch0),.D(num),.Q(dlatch_MUX0));
DLatch4bit DL1(.en(en_dlatch1),.D(num),.Q(dlatch_MUX1));
DLatch4bit DL2(.en(en_dlatch2),.D(num),.Q(dlatch_MUX2));
DLatch4bit DL3(.en(en_dlatch3),.D(num),.Q(dlatch_MUX3));
MUX4x1_4bit M0(.sel2(sel), .in0(dlatch_MUX0), .in1(dlatch_MUX1), .in2(dlatch_MUX2), .in3(dlatch_MUX3), .out(out4));
Decoder4x16 D1(.a4(out4), .out(out));
or or_A(A, out[1],out[4],out[11],out[13]);
or or_B(B, out[5],out[6],out[11],out[12],out[14],out[15]);
or or_C(C, out[2],out[12],out[14],out[15]);
or or_D(D, out[1],out[4],out[7],out[10],out[15]);
or or_E(E, out[1],out[3],out[4],out[5],out[7],out[9]);
or or_F(F, out[1],out[2],out[3],out[7],out[13]);
or or_G(G, out[0],out[1],out[7],out[12]);
or or_DP(DP, 0);
assign {a0,a1,a2,a3} = ~decoder_enable;
endmodule
`timescale 1ns / 1ps
module MUX2x1_4bit(input logic sel1, 
                input [3:0] in0, in1,
                output reg [3:0] out
    );
    always @(sel1 or in0 or in1) begin
        case(sel1)
            1'b0: begin out= in0 ; end
            1'b1: begin out= in1 ; end
            default: begin out= in0 ; end
        endcase
    end
endmodule
`timescale 1ns / 1ps
module MUX4x1_4bit(input [1:0] sel2, 
              input [3:0] in0,in1,in2,in3,
              output reg [3:0] out
    );
wire [3:0] out1, out2;
MUX2x1_4bit M0(.sel1(sel2[0]), .in0(in0), .in1(in1), .out(out1));
MUX2x1_4bit M1(.sel1(sel2[0]), .in0(in2), .in1(in3), .out(out2));
MUX2x1_4bit M2(.sel1(sel2[1]), .in0(out1), .in1(out2), .out(out));
endmodule
==> ./run.sh <==
#!/bin/bash
# OpenROAD 26Q1-2900-gdf79404cd8, Yosys 0.63+post, stock flow scripts
make -C /OpenROAD-flow-scripts/flow DESIGN_CONFIG=/design/flow/config.mk WORK_HOME=/design/flow/orfs finish
==> ./config.mk <==
export PLATFORM = sky130hd
export DESIGN_NAME = Lab5
export DESIGN_NICKNAME = Lab5
export VERILOG_FILES = /design/flow/design.v
export SDC_FILE = /design/flow/constraint.sdc
export NUM_CORES = 4
export LEC_CHECK = 1
export CORE_AREA = 10 10 70 70
export DIE_AREA = 0 0 80 80
==> ./constraint.sdc <==
current_design Lab5

set clk_period 2.9
set clk_io_pct 0.2

create_clock -name clk0 -period $clk_period

set non_clock_inputs [all_inputs -no_clocks]
set_input_delay [expr $clk_period * $clk_io_pct] -clock clk0 $non_clock_inputs
set_output_delay [expr $clk_period * $clk_io_pct] -clock clk0 [all_outputs]
==> results.json <==
{
  "place_ws_ps": -592.8,
  "first_iter_violations": 22,
  "postCtsHoldBufs": 0,
  "fp-row-count": 21,
  "min_from": "y",
  "finalSetupTns_ps": 0,
  "warnings": 32,
  "synthTopCellsByArea": "dlxtp_1, mux4_2, nand2_1",
  "setup.worst_path.start": "y",
  "fill_cells": 365,
  "startpoint_type": "primary input",
  "fin_cells": 137,
  "hold_violations": 0,
  "status": "finished clean",
  "io-pin-count": 19,
  "ys.flops": 16,
  "rsz0062_at_grt": "no",
  "ys_warn_count": 4,
  "cp.arrival_ps": 2240,
  "final_area_um2": 910.9,
  "path_max_fanout": 7,
  "unclocked_pins": 16,
  "period_used_share": 0.9735,
  "async_flop_share": 0,
  "dieHeight_um": 80,
  "dp.cells": 134,
  "yosysMostFrequentCell": "dlxtp_1",
  "wirelength_um": 1324,
  "common_cells": "dlxtp_1, nand2_1, o21ai_0, nor2_1, nor2b_1",
  "hp-class": "in -> out",
  "grt_max_degree": 11,
  "maxCapViolCount": 0,
  "yosysTopAreaCellShare": 0.4008,
  "largest_area_cell": "dlxtp_1",
  "place_area_um2": 859.6,
  "ir_worst_vdd_mv": 0.04372,
  "ant_nets": 0,
  "setup_viol": 0,
  "period_needed_ps": 2823,
  "antenna_found_initial": 0,
  "io_buffers": 18,
  "synth_cells": 68,
  "drive_gt1_frac": 0.2308,
  "synthToLayoutAreaGrowth_pct": 51.98,
  "num_antenna_cells": 0,
  "via_count": 509,
  "gp_congestion": 0.7795,
  "syn_avg_cell_area_um2": 8.814,
  "end_kind": "output pin",
  "track_usage": 0.04168,
  "finalMaxSlewViolations": 0,
  "syn-cell-area_um2": 599.3,
  "drc_errors": 0,
  "ys_cells": 68,
  "required_ps": 2320,
  "synthFlopType": "dlxtp_1",
  "hold_end": "D",
  "fmax_mhz": 354.2,
  "holdPathStages": 6,
  "power.density_nw_per_um2": 110.5,
  "die_w_um": 80,
  "p_leak_nw": 0.4034,
  "critPathKind": "in -> out",
  "chipArea_um2": 6400,
  "enable_flop_cells": 0,
  "wl_per_cell_um": 9.664,
  "grt_pass1_wl_um": 2290,
  "yosys_area_um2": 599.3,
  "grt_pass1_vias": 487,
  "drt-pass1-iter-count": 4,
  "synth_cell_types": 26,
  "initial_core_util": 0.1755,
  "vias_per_cell": 3.715,
  "untimed_endpoints": 16,
  "coreArea_um2": 3416,
  "grt_remaining_overflow": 0,
  "dpl.hpwl_um": 1114,
  "setup_ws_ps": 76.94
}
kinds of logic (layout without fill, tap and decap cells):
logic type,after synthesis,in the layout,synth area share
other cells,1,1,0.006257
mux,4,4,0.1566
simple gates,30,30,0.2631
buf+inv,7,30,0.06888
latches,16,16,0.4008
xor+xnor,1,1,0.01462
compound gates,9,9,0.08977
worst max-delay path by stage:
stage	endpoint	slack, ps	cells past startpoint
final	A	80	7
after global routing	A	7	7
after CTS	F	4	7
report_power, final:
part | total [mW] | leakage [nW] | switching (mW) | internal (mW)
sequential | 0.00990 | 0.127 | 0.000299 | 0.00960
clock | 0 | 0 | 0 | 0
combinational | 0.0907 | 0.276 | 0.0339 | 0.0568
total | 0.101 | 0.403 | 0.0342 | 0.0664
final cells by class:
class / count / area, µm² / share of cell area
inverter: 1 / 3.754 / 0.004121
tap: 46 / 57.56 / 0.06319
multi-input combinational: 45 / 335.3 / 0.3681
sequential: 16 / 240.2 / 0.2637
timing repair buffer: 29 / 274.0 / 0.3008
state kept, by name, indices dropped and copies added, names as in the netlist:
register and cells:
DL0.D0.D0.Q 1, DL0.D0.D1.Q 1, DL0.D1.D0.Q 1, DL0.D1.D1.Q 1, DL1.D0.D0.Q 1, DL1.D0.D1.Q 1, DL1.D1.D0.Q 1, DL1.D1.D1.Q 1
DL2.D0.D0.Q 1, DL2.D0.D1.Q 1, DL2.D1.D0.Q 1, DL2.D1.D1.Q 1, DL3.D0.D0.Q 1, DL3.D0.D1.Q 1, DL3.D1.D0.Q 1, DL3.D1.D1.Q 1
metrics by stage:
stage / hold WS, ps / power (mW) / utilization
global route: 1908 / 0.1117 / 0.2667
floorplan: 1292 / 0.04739 / -
CTS: 1881 / 0.1003 / 0.2615
global placement: 2419 / 0.09478 / 0.2516
finish: 1841 / 0.1006 / 0.2667
detailed placement: 2410 / 0.09507 / 0.2516
per-layer routing:
layer | part of all wire | GRT usage | up-vias
met5 | 0 | 0 | -
met4 | 0 | 0 | 0
met3 | 0.12 | 0.01705 | 0
met2 | 0.41 | 0.06661 | 14
met1 | 0.46 | 0.05491 | 219
li1 | - | - | 276
placed cells by master, fill, tap and decap left out, types with 2 or more instances in the layout:
cell type	instances
nand2b_1	3
buf_6	2
a21oi_1	2
nand2_1	9
dlxtp_1	16
nor2_1	4
o21ai_0	4
clkdlybuf4s50_1	14
nor2b_1	2
nand3_1	2
buf_4	10
mux4_2	4
and2_1	2
nor2b_4	2
dlymetal6s2s_1	2
worst max-delay path, cell delays in order:
cell and delay, ps:
buf_6 100, buf_6 100, mux4_2 590, buf_4 180
nand3b_1 150, nand3_1 80, clkdlybuf4s50_1 460
repair_timing:
action                                  4_1_cts  5_1_grt
gates resized                                13        6
endpoints found under the setup margin        7        7
endpoints found under the hold margin         0        0
setup buffers                                 2        1
pin swaps                                     1        2
gates cloned                                  0        0
No activity file was given, so power comes from the tool's default toggle rates.
